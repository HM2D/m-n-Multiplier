<file path="flow/config.mk">
export PLATFORM = sky130hd
export DESIGN_NAME = or65
export DESIGN_NICKNAME = or65
export VERILOG_FILES = /design/flow/design.v
export SDC_FILE = /design/flow/constraint.sdc
export NUM_CORES = 4
export LEC_CHECK = 1
export CORE_AREA = 10 10 84 84
export DIE_AREA = 0 0 94 94
</file>
<file path="flow/constraint.sdc">
current_design or65

set clk_period 1.0
set clk_io_pct 0.2

create_clock -name clk0 -period $clk_period

set non_clock_inputs [all_inputs -no_clocks]
set_input_delay [expr $clk_period * $clk_io_pct] -clock clk0 $non_clock_inputs
set_output_delay [expr $clk_period * $clk_io_pct] -clock clk0 [all_outputs]
</file>
<file path="flow/design.v">
module or65(out,a,b);
input [64:0] a,b;
output [64:0] out;
assign out = a|b;
endmodule
</file>
<file path="flow/run.sh">
#!/bin/bash
# OpenROAD 26Q1-2900-gdf79404cd8, Yosys 0.63+post, stock flow scripts
make -C /OpenROAD-flow-scripts/flow DESIGN_CONFIG=/design/flow/config.mk WORK_HOME=/design/flow/orfs finish
</file>
==> GITHUB_STEP_SUMMARY <==
### Flow metrics

| Metric | Value |
|---|---|
| Post-layout minimum cycle time | `0.962 ns` |
| DRC viols | `0` |
| Die span in y | `94 µm` |
| Setup repair after global routing missed its margin | `false` |
| Timing startpoint of the critical path | `a[20]` |
| Final number of setup-violating endpoints | `0` |
| Area of the core | `5200 µm²` |
| Area added between synthesis and finish | `383%` |
| Post-synthesis area per instance | `6.26 µm²` |
| Count of hold buffers inserted by post-cts repair | `0` |
| Critical path type | `primary input to primary output` |
| Combined flip-flop and latch cell area | `0 µm²` |
| Synth Seq Share | `0%` |
| Routability cong. | `0.765` |
| Warning total across the stage logs | `33` |
| Data arrival time of the worst path | `0.76 ns` |
| Global-route usage over all layers | `10.8%` |
| Finished layout cell area | `1960 µm²` |
| Antenna violations before repair | `0` |
| Instance area after placement | `2450 µm²` |
| Proportion of layout cells with a drive suffix above 1 | `25.0%` |
| Vias per cell | `3.47` |
| Cell family contributing the most delay on the critical path | `buffers and inverters` |
| Number of placed instances with taps included | `330` |
| Ports | `195` |
| Via count of the first global-routing pass | `1330` |
| P per Cell Area | `256 nW/µm²` |
| Slew at the pin with the worst max-slew slack | `0.0660 ns` |
| Remaining max-slew budget at the tightest pin | `95.6%` |
| Peak per-stage delay on the critical path | `0.24 ns` |
| Flop count | `0` |
| Clock buffer instance count of the final layout | `0` |
| Max IR drop VDD | `0.0000952 V` |
| Final hold viol count | `0` |
| Overall via count from detail_route | `1146` |
| First drt pass iteration count | `2` |
| HPWL Detailed | `5250 µm` |
| Critical Path Slowest Stage Cell | `sky130_fd_sc_hd__dlygate4sd2_1` |
| Buffer-and-inverter tally for the worst setup path | `2` |
| P_leak | `0.00101 µW` |
| Number of routed nets with antenna violations | `0` |
| Cells in synth_stat.txt | `65` |
| Count of port buffers added during placement | `195` |
| Start point of the worst hold path | `a[61]` |
| Highest attainable clock frequency | `1040 MHz` |
| Setup crit start kind | `primary input` |
| Pins over their slew limit | `0` |
| Chip Footprint | `8840 µm²` |
| Initial Util | `7.81%` |
| Required time worst endpoint | `0.80 ns` |
| Peak fanout along the critical path | `1` |
| Average wire per standard cell | `15.9 µm` |
| Element type at the critical path end | `primary output` |
| Die width | `94 µm` |
| Cells after synthesis | `65` |
| Global route overflow | `0` |
| Drt total wl | `5260 µm` |
| Max-cap check violation count | `0` |
| YS chip area | `407 µm²` |
| Cell chain of the critical path | `dlygate4sd2_1 > or2_1 > buf_2` |
| Wire length of the first global-routing pass | `7500 µm` |
| Worst hold slack across all endpoints | `0.656 ns` |
| Distinct lib cells | `1` |
| Pin count of the biggest net entering global routing | `2` |
| Site row count | `26` |
| Worst min path class | `primary input to primary output` |
| YS warnings | `0` |
| Initial DRC Count | `1` |
| Count of placed standard cells in the final layout, fillers left out | `330` |
| Setup TNS Final | `0 ns` |
| Result of the run | `finished clean` |
| Synthesized area | `407 µm²` |
| Antenna Cells | `0` |
| Share of the cycle needed by the critical path after routing | `96.2%` |
## layout make-up
cell class / count / area (µm²)
Tap cell: 70 / 87.6
Timing Repair Buffer: 195 / 1470
Multi-Input combinational cell: 65 / 407
Fill cell: 635 / 3240
## power breakdown
group | internal, µW | total [µW] | switching (µW)
clock | 0 | 0 | 0
combinational | 398 | 502 | 104
sequential | 0 | 0 | 0
total | 398 | 502 | 104
## synth_stat cells
master                   n  area, µm²
sky130_fd_sc_hd__or2_1  65        407
## kinds of logic after synthesis
| kind of cell | count (synthesis) | synth area share, % |
|---|---|---|
| and+or+nand+nor | 65 | 100 |
## worst paths after layout
| check | slack [ns] | end | cells past startpoint |
|---|---|---|---|
| setup / recovery | 0.04 | out[20] | 3 |
| hold / removal | 0.66 | out[61] | 3 |
## stage by stage
stage / setup WS, ns / util [%] / total power [µW]
CTS: -0.102 / 37.6 / 520
global placement: -0.458 / 47.0 / 827
finish: 0.0378 / 37.7 / 502
detailed placement: -0.466 / 47.0 / 831
global route: 0.000669 / 37.7 / 567
floorplan: 0.419 / - / 58.9
## per-layer routing
layer | track usage [%] | part of all wire (%)
met1 | 8.20 | 26
met3 | 8.24 | 18
met2 | 21.9 | 56
met4 | 0 | 0
met5 | 0 | 0
## layout by cell type (no fill, tap or decap)
| master | count |
|---|---|
| sky130_fd_sc_hd__dlymetal6s2s_1 | 1 |
| sky130_fd_sc_hd__or2_1 | 65 |
| sky130_fd_sc_hd__dlygate4sd2_1 | 128 |
| sky130_fd_sc_hd__buf_2 | 65 |
| sky130_fd_sc_hd__clkdlybuf4s15_1 | 1 |
## repair_timing
item | in CTS | in global routing
gates cloned | 0 | 0
setup endpoints to repair | 65 | 2
pin swaps | 64 | 2
resized | 335 | 2
setup buffers | 0 | 0
endpoints found under the hold margin | 0 | 0
No activity file was given, so power comes from the tool's default toggle rates.
