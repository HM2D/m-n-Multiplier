--- design.v ---
module and65(out,a,b);
input [64:0] a,b;
output [64:0] out;
assign out = a&b;
endmodule
--- run.sh ---
#!/bin/bash
# OpenROAD 26Q1-2900-gdf79404cd8, Yosys 0.63+post, stock flow scripts
make -C /OpenROAD-flow-scripts/flow DESIGN_CONFIG=/design/flow/config.mk WORK_HOME=/design/flow/orfs finish
--- config.mk ---
export PLATFORM = sky130hd
export DESIGN_NAME = and65
export DESIGN_NICKNAME = and65
export VERILOG_FILES = /design/flow/design.v
export SDC_FILE = /design/flow/constraint.sdc
export NUM_CORES = 4
export LEC_CHECK = 1
export CORE_AREA = 10 10 84 84
export DIE_AREA = 0 0 94 94
--- constraint.sdc ---
current_design and65

set clk_period 1.0
set clk_io_pct 0.2

create_clock -name clk0 -period $clk_period

set non_clock_inputs [all_inputs -no_clocks]
set_input_delay [expr $clk_period * $clk_io_pct] -clock clk0 $non_clock_inputs
set_output_delay [expr $clk_period * $clk_io_pct] -clock clk0 [all_outputs]
==> results_slide.txt <==
Flow Results at a Glance

Place
  – Port buffer count: 195
  – DPL Wire Length: 5170 um
  – Routability Congestion: 0.755
  – Placed Instance Area: 2450 um2

Clock tree
  – Hold Buf Count CTS: 0
  – Post_cts resized: 340
  – Postcts setup bufs: 0

Detailed routing
  – Routed via count: 1,106
  – Wire per inst: 15.7 um
  – Remaining DRCs: 0
  – Final Routed Wirelength: 5210 um
  – Final ANT Viol Nets: 0
  – Via density: 3.34
  – Drt pass-1 iters: 2
  – Detailed Route Iter0 Violations: 3

Floorplan
  – Fp_density: 7.81%
  – Die H: 94 um
  – Row count: 26
  – Die area: 8840 um2
  – Num ports: 195
  – Core area: 5200 um2
  – Die X: 94 um

Synth
  – Synthesized cell area: 407 um2
  – Cell count in the Yosys report: 65
  – Area leader share: 100%
  – Count of different cell masters after synthesis: 1
  – YS chip area: 407 um2
  – Top cells by area: and2_1
  – Post-synthesis cell count: 65
  – Yosys top cell by area: and2_1
  – Syn_area_per_cell: 6.26 um2
  – Warnings, synthesis: 0
  – Register area share after synthesis: 0%

Setup path
  – Worst Path Max Fanout: 1
  – CP Launch Type: input pin
  – Critical Path End Type: output pin
  – Critical Path AT: 0.69 ns
  – Worst path required time: 0.80 ns
  – WS Path Type: input pin to output pin

STA
  – Fin Setup TNS: 0 ns
  – Fmax: 1120 MHz
  – Slew headroom: 96.0%
  – Final period util: 89.3%
  – Tightest Pin Transition: 0.0607 ns
  – RSZ-0062 raised after global routing: false
  – Crit path time final: 0.893 ns
  – Final Max Slew Viols: 0
  – Final setup fails: 0
  – Final hold violation count: 0

Global routing
  – Pin count of the biggest net entering global routing: 2
  – First-pass GRT wire length: 7280 um
  – Vias in the first global route: 1,234
  – Antenna violations before repair: 1
  – Grt total ovfl: 0
  – Tot GR Track Use: 10.7%

Pwr
  – Max rail drop VDD: 0.123 mV
  – Leak: 1.17 nW
  – Power Density: 259 nW/um2

Flow run
  – OpenROAD warnings: 32
  – Max Cap Viol: 0

Final layout
  – Sequential Area: 0 um2
  – Fin area: 1970 um2
  – Number of sequential cells: 0
  – Area growth syn-to-layout: 384%
  – Layout cells sized above 1: 25.4%
  – Final Util: 37.8%
  – Logic area: 409 um2
  – Fill cells: 629
  – Final-layout clock buffer total: 0

Hold path
  – HP Class: input pin to output pin

Status
  – Status: finished clean
-- layout by cell type (no fill, tap or decap), drive strengths merged --
master	netlist	layout
dlygate4sd2	0	130
buf	0	65
and2	65	65
diode	0	1
-- critical path, cell delays in order --
cell           delay [ns]
dlygate4sd2_1        0.24
and2_1               0.15
buf_2                0.11
-- report_power, final --
part / switching (mW) / internal [mW] / total (mW)
clock network: 0 / 0.000000134 / 0.000000134
registers: 0 / 0 / 0
logic: 0.104 / 0.406 / 0.510
-- through the flow --
stage | power, mW | std cells | worst slack (ns) | hold WS (ns)
after CTS | 0.528 | 330 | 0.0932 | 0.767
final | 0.510 | 331 | 0.107 | 0.764
after detailed placement | 0.835 | 330 | -0.481 | 1.31
after global placement | 0.834 | 330 | -0.480 | 1.31
after global routing | 0.576 | 331 | 0.0729 | 0.784
after floorplan | 0.0638 | 65 | 0.486 | 0.472
-- layer usage --
layer  wire, um  up-vias  share of wire, %  track usage [%]
li1           -      587                 -                -
met1       1410      421                27             8.87
met2       2800       96                54             20.0
met3        963        2                18             8.56
met4         34        0              0.65            0.633
met5          0        -                 0                0
-- area by class of cell --
class | count | share of cell area (%)
Timing Repair Buffer | 195 | 74.7
Multi-Input combinational cell | 65 | 20.8
Antenna cell | 1 | 0.127
Tap cell | 70 | 4.45
-- Yosys cell counts --
cell type / n
and2_1: 65
-- worst paths after layout --
check             startpoint      end  slack (ns)  cells after the start
hold / removal         a[51]  out[51]        0.76                      3
setup / recovery       b[43]  out[43]        0.11                      3
-- kinds of logic (layout without fill, tap and decap cells) --
| group | Yosys count | after routing | synth area share [%] |
|---|---|---|---|
| buffers and inverters | 0 | 195 | 0 |
| other | 0 | 1 | 0 |
| and+or+nand+nor | 65 | 65 | 100 |
Power figures rest on the tool's default switching activity, not on a simulated workload.
