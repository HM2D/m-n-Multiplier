**flow/design.v**
```verilog
module Mux2to1_MULTI(A,B,S,out);
input [64:0] A,B;
input S;
output [64:0] out;
assign out = S?A:B;  
endmodule
module Mux4to1(W1,W2,W3,W4,S1,S2,o);
input [64:0] W1,W2,W3,W4;
input S1,S2;
wire [64:0] wire1,wire2;
output [64:0] o;
Mux2to1_MULTI s1(W1,W2,S1,wire1);
Mux2to1_MULTI s2(W3,W4,S1,wire2);
Mux2to1_MULTI s3(wire1,wire2,S2,o);
endmodule
```
**flow/run.sh**
```bash
#!/bin/bash
# OpenROAD 26Q1-2900-gdf79404cd8, Yosys 0.63+post, stock flow scripts
make -C /OpenROAD-flow-scripts/flow DESIGN_CONFIG=/design/flow/config.mk WORK_HOME=/design/flow/orfs finish
```
**flow/config.mk**
```make
export PLATFORM = sky130hd
export DESIGN_NAME = Mux4to1
export DESIGN_NICKNAME = Mux4to1
export VERILOG_FILES = /design/flow/design.v
export SDC_FILE = /design/flow/constraint.sdc
export NUM_CORES = 4
export LEC_CHECK = 1
export CORE_AREA = 10 10 133 133
export DIE_AREA = 0 0 143 143
```
**flow/constraint.sdc**
```tcl
current_design Mux4to1

set clk_period 1.1
set clk_io_pct 0.2

create_clock -name clk0 -period $clk_period

set non_clock_inputs [all_inputs -no_clocks]
set_input_delay [expr $clk_period * $clk_io_pct] -clock clk0 $non_clock_inputs
set_output_delay [expr $clk_period * $clk_io_pct] -clock clk0 [all_outputs]
```
==> reports/qor.txt <==
Number of warnings issued by yosys: 0
Sw Ratio: 26.5%
Max-cap violations: 0
Via count: 2,486
Fmax: 692 MHz
Post-route ant nets: 0
Setup violators final: 65
Mapped Cells: 79
Port-buffer cells: 327
Die width: 143 µm
Final worst hold slack: 0.926 ns
FP Core Util: 11.0%
Internal power: 0.00120 W
Area grow syn2layout: 199%
Total GRT Usage: 12.6%
Die Span Y: 143 µm
Final Wtd Congestion: 0.849
# rows: 44
First-pass GRT wire length: 19.3 mm
Max-slew headroom: 89.4%
Hold Vio Cnt, Final: 0
Adder Area Share: 0%
Initial DRC Count: 60
Status: complete, but fails checks
Worst EP arrival: 1.23 ns
LEAKAGE: 2.24 nW
Clock share of power: 0%
Final Util: 32.9%
DP HPWL: 11.9 mm
Simple share: 0%
Non-filler cells, final: 606
Failing checks: setup timing
Cycle use final: 131%
Power share of the sequential group: 0%
Chip Area, Yosys: 0.00162 mm²
Net Sw Power: 0.000433 W
Critical path type: in2out
Top non-seq family: multiplexers
Total wire length: 13.6 mm
Gate power share: 100.0%
Largest net degree at the start of global routing: 28
# placed instances: 589
Worst hold path type: in2out
Mux frac, synth: 90.6%
Unique masters post-synth: 6
Slew @ Worst Pin: 0.158 ns
Worst Setup End Kind: output pin
Area fraction in xor and xnor cells: 0%
# IOs: 327
Largest driver fanout on the critical path: 1
Total power: 0.00163 W
Pre-CTS WS: -0.792 ns
VDD IR max: 0.138 mV
Syn Area/Cell: 20.5 µm²
Final worst setup slack: -0.346 ns
Core Box Area: 0.0147 mm²
Gr ovfl total: 0
Register Area: 0 µm²
Vias in the first global route: 3,025
Drt wl/cell: 22.4 µm
CP startpoint kind: input pin
Fin crit period: 1.45 ns
Detailed-route DRC error count: 0
Share of cells above drive strength 1: 38.1%
RSZ-0062 raised after global routing: true
Worst Path Required: 0.88 ns
Via density: 4.10
Tool Warnings: 35
Flop Count: 0
Ao+oa area frac: 0%
Max Slew Vio Count: 0
PD cells: 338 mW/mm²
Yosys cell count: 79
Post-synth seq share: 0%
Pre-Repair DR Iteration Count: 4
Fillcell total: 1,549
Count of clock buffers in the final design: 0
Cell Area, Synth: 0.00162 mm²
Die Area: 0.0204 mm²
Initial antenna violation count: 4
area by class of cell:
class                           instances  area [µm²]  area share, %
Timing Repair Buffer                  355        3130           64.8
Multi-Input combinational cell         65        1460           30.3
Tap cell                              184         230           4.77
Antenna cell                            2        5.00          0.104
worst max-delay path: stages:
cell	delay, ns
clkdlybuf4s50_1	0.42
mux4_2	0.45
buf_2	0.13
logic make-up after synthesis:
| logic type | Yosys count |
|---|---|
| buffers and inverters | 14 |
| muxes | 65 |
final timing paths:
check | from | end | slack (ns) | depth (start not counted)
setup / recovery | W3[55] | o[55] | -0.35 | 3
hold / removal | W4[53] | o[53] | 0.93 | 3
power groups by stage:
stage / clock network (W) / registers, W / logic [W]
6_report: 0.000000000243 / 0 / 0.00163
4_1_cts: 0 / 0 / 0.00166
5_1_grt: 0.000000000121 / 0 / 0.00177
synthesized netlist by cell type:
cell type / count / area [µm²]
buf_12: 5 / 100
buf_4: 1 / 7.51
buf_6: 1 / 11.3
mux4_2: 65 / 1460
buf_2: 6 / 30.0
clkbuf_1: 1 / 3.75
routing by layer:
layer,GRT usage [%],up-vias,routed length [µm],part of all wire (%)
li1,-,1107,-,-
met4,0.923,2,121,0.89
met2,22.4,202,6890,51
met5,0,-,13,0.096
met3,6.63,12,2050,15
met1,13.7,1163,4510,33
metrics by stage:
step | instance area (µm²) | setup TNS (ns)
2_1_floorplan | 1630 | -3.83
3_3_place_gp | 5110 | -47.67
3_5_place_dp | 5110 | -48.79
4_1_cts | 4790 | -17.34
5_1_grt | 4830 | -19.07
6_report | 4830 | -16.56
placed cells by master, fill, tap and decap left out:
cell type | synthesis | final
dlygate4sd2_1 | 0 | 229
mux4_2 | 65 | 65
buf_2 | 6 | 61
clkdlybuf4s50_1 | 0 | 31
buf_6 | 1 | 12
buf_4 | 1 | 8
buf_16 | 0 | 6
buf_12 | 5 | 6
diode_2 | 0 | 2
buf_8 | 0 | 2
repair_timing:
item | 4_1_cts | 5_1_grt
hold buffers | 0 | 0
hold endpoints to repair | 0 | 0
endpoints found under the setup margin | 65 | 65
setup buffers | 8 | 4
gates resized | 465 | 1
cloned | 4 | 0
No activity file was given, so power comes from the tool's default toggle rates.
